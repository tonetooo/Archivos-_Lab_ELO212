## ./design.v

```verilog
`timescale 1ns / 1ps
module BCD_display_7(
    input logic [3:0] BCD_in,
    output logic [6:0] sevenSeg 
    );  
    always_comb begin
        case(BCD_in)
            4'b0000: sevenSeg = 7'b0000001;	 
            4'b0001: sevenSeg = 7'b1001111;	 
            4'b0010: sevenSeg = 7'b0010010;	 
            4'b0011: sevenSeg = 7'b0000110;	 
            4'b0100: sevenSeg = 7'b1001100;	 
            4'b0101: sevenSeg = 7'b0100100;	 
            4'b0110: sevenSeg = 7'b0100000;	 
            4'b0111: sevenSeg = 7'b0001111;	 
            4'b1000: sevenSeg = 7'b0000000;	 
            4'b1001: sevenSeg = 7'b0001100;  
            4'b1010: sevenSeg = 7'b0001000;  
            4'b1011: sevenSeg = 7'b1100000;	 
            4'b1100: sevenSeg = 7'b0110001;  
            4'b1101: sevenSeg = 7'b1000010;  
            4'b1110: sevenSeg = 7'b0110000;	 
            4'b1111: sevenSeg = 7'b0111000;	 
            default: sevenSeg = 7'b1111111;  
        endcase
   end
endmodule
`timescale 1ns / 1ps
module S4_actividad1(
    input  logic clock,
    input  logic reset,						
    input  logic [15:0] HEX_in,
    output logic [6:0]  segments,				 
    output logic [3:0]  anodes					 
    );	
    logic [2:0]selector;						 
    logic [3:0]selector_display;				 
    contador_nbits #(.N(2)) inst_contador(		 
    .clk(clock),
    .reset(reset),
    .count(selector)
    );
    bcd_selector inst_selector_bcd(				 
    .HEX_in(HEX_in),
    .count(selector),
    .bcd_out(selector_display)
    );
    BCD_display_7 inst_display(					 
    .BCD_in(selector_display),
    .sevenSeg(segments)
    );
    deco_8bits inst_deco(						 
    .entrada_deco(selector),
    .anodes(anodes)
    ); 
endmodule
`timescale 1ns / 1ps
module bcd_selector(  
    input logic [15:0] HEX_in,
    input logic [1:0] count,
    output logic [3:0] bcd_out
    );
    always_comb begin
    case(count)
        2'b00:bcd_out = HEX_in[3:0];
        2'b01:bcd_out = HEX_in[7:4];
        2'b10:bcd_out = HEX_in[11:8];
        2'b11:bcd_out = HEX_in[15:12];
        default: bcd_out = 'd0;
    endcase 
    end
endmodule
`timescale 1ns / 1ps
module contador_nbits #(parameter N = 8)(
    input logic clk,reset, 
    output logic [N-1:0] count
    );
    always_ff @(posedge clk) begin
        if (reset)
            count <= 8'b0;
        else 
            count <= count + 1;
    end  
endmodule
`timescale 1ns / 1ps
module deco_8bits(
    input logic [1:0] entrada_deco,
    output logic [3:0] anodes
    );
    always_comb begin
    case(entrada_deco)
        2'b00:anodes = 4'b1110;
        2'b01:anodes = 4'b1101;
        2'b10:anodes = 4'b1011;
        2'b11:anodes = 4'b0111;
        default: anodes = 4'b1111; 
     endcase
    end
endmodule
```

## ./constraint.sdc

```tcl
current_design S4_actividad1

set clk_period 4.1
set clk_io_pct 0.2

create_clock -name clk0 -period $clk_period [get_ports {clock}]

set non_clock_inputs [all_inputs -no_clocks]
set_input_delay [expr $clk_period * $clk_io_pct] -clock clk0 $non_clock_inputs
set_output_delay [expr $clk_period * $clk_io_pct] -clock clk0 [all_outputs]
```

## ./run.sh

```bash
#!/bin/bash
# OpenROAD 26Q1-2900-gdf79404cd8, Yosys 0.63+post, stock flow scripts
make -C /OpenROAD-flow-scripts/flow DESIGN_CONFIG=/design/flow/config.mk WORK_HOME=/design/flow/orfs finish
```

## ./config.mk

```make
export PLATFORM = sky130hd
export DESIGN_NAME = S4_actividad1
export DESIGN_NICKNAME = S4_actividad1
export VERILOG_FILES = /design/flow/design.v
export SDC_FILE = /design/flow/constraint.sdc
export NUM_CORES = 4
export LEC_CHECK = 1
export CORE_AREA = 10 10 70 70
export DIE_AREA = 0 0 80 80
```

==> flow_metrics.env <==
# flow metrics
export IMPL_status="complete, no violations"
export IMPL_worstHoldStart="inst_contador.count[0]"
export IMPL_worst_slew_pin_slew_ns=0.647
export IMPL_drt_iter0_drc=16
export IMPL_stdcell_count=137
export IMPL_p_total_uw=237
export IMPL_ff_type="dfxtp_1"
export IMPL_max_stage_delay_ns=0.48
export IMPL_critPathMaxFanout=5
export IMPL_h_tree_depth=1
export IMPL_hold_viol_final=0
export IMPL_synth_distinct_cells=21
export IMPL_top_regs="inst_contador.count: 2 flops"
export IMPL_fp_dieH_um=80
export IMPL_arrival_ns=2.99
export IMPL_drive_above_1_share=0.0989
export IMPL_setup_violations=0
export IMPL_largest_register_ffs=2
export IMPL_wirelength_um=1440
export IMPL_antenna_cells=0
export IMPL_power_leakage_uw=0.000364
export IMPL_p_per_area_nw_per_um2=277
export IMPL_critPathKind="primary input to output port"
export IMPL_drt_vias_per_instance=3.80
export IMPL_clk_pin_slew_ns=0.03
export IMPL_wl_per_cell_um=10.5
export IMPL_cts_buffers_inserted=3
export IMPL_synthArstFlopShare=0
export IMPL_worstPathCellList="clkdlybuf4s50_1 > a222oi_1 > a21oi_1 > inv_1 > ha_1 > mux2i_1 > mux2i_1 > clkdlybuf4s50_1"
export IMPL_post_place_cells=134
export IMPL_edf_count=0
export IMPL_p_switching_uw=79.3
export IMPL_finalSetupTns_ns=0
export IMPL_synthCells=61
export IMPL_grtUsageTotal=0.0456
export IMPL_synth_area_um2=512
export IMPL_ys_warnings_count=7
export IMPL_synth_seq_share=0.0782
export IMPL_ant_nets=0
export IMPL_hp_class="register to register"
export IMPL_rr_startpoint="inst_contador.count[0]"
export IMPL_clk_latency_ns=0.22
export IMPL_cts_buffer_depth=2
export IMPL_peakVddDrop_mv=0.146
export IMPL_syn_to_final_growth_pct=67.5
export IMPL_ys_cells=61
export IMPL_rsz0062_at_grt="no"
export IMPL_hold_end="inst_contador.count[0]"
export IMPL_drt_first_pass_iters=4
export IMPL_final_area_um2=857
export IMPL_worst_path_max_delay_cell="clkdlybuf4s50_1"
export IMPL_rrSetupSlack_ns=3.13
export IMPL_port_buffer_count=28
export IMPL_num_io_pins=29
export IMPL_grt_pass1_wl_um=2450
export IMPL_hold_depth=1
export IMPL_clock_skew_ns=0.00217
export IMPL_ctsHoldBuffers=0
export IMPL_row_count=21
export IMPL_max_slew_margin=0.569
export IMPL_cts_tree="done"
export IMPL_core_area_um2=3420
export IMPL_cts_root_buf="clkbuf_4"
export IMPL_warnings=32
export IMPL_cp_required_ns=3.28
export IMPL_syn_area_per_cell_um2=8.39
export IMPL_fillers=389
export IMPL_post_dp_cell_area_um2=835
export IMPL_fin_crit_ns=3.81
export IMPL_fmaxAchievable_ghz=0.262
export IMPL_reg2reg_depth=3
export IMPL_critPathTopFamily="buffers and inverters"
export IMPL_place_ws_ns=0.279
export IMPL_p_comb_frac=0.726
export IMPL_post_dp_hpwl_um=1280
export IMPL_timing_rr_end="inst_contador.count[1]"
export IMPL_regMostFlops="inst_contador.count"
export IMPL_clkPwrFrac=0.177
export IMPL_yosys_stat_area_um2=512
export IMPL_period_used=0.930
export IMPL_initCoreUtil=0.150
export IMPL_postCtsSetupBuffers=0
export IMPL_ys_seq_elements=2
export IMPL_end_kind="output port"
export IMPL_cts_sinks=2
export IMPL_antenna_found_initial=0
export IMPL_cp_start_kind="primary input"
export IMPL_vias=521
export IMPL_grt_max_degree=13
export IMPL_switching_share=0.334
export IMPL_drv_slew=0
export IMPL_crit_buf_inv=3
export IMPL_gp_congestion=0.799
export IMPL_drc=0
export IMPL_fin_ws_ns=0.286
export IMPL_power_frac_seq=0.097
export IMPL_grt_remaining_overflow=0
export IMPL_die_area_um2=6400
export IMPL_post_cts_resized=0
export IMPL_grt_pass1_vias=566
export IMPL_maxCapViolations=0
export IMPL_die_w_um=80
export IMPL_p_int_uw=158
power groups by stage:
stage	combinational [µW]	sequential, µW	clock, µW
global route	194	23.2	47.1
CTS	177	23.0	44.9
finish	172	23.0	42.1
Yosys cell counts (2+ instances only):
cell	n	share of area
inv_1	12	0.088
ha_1	10	0.24
mux2i_1	7	0.14
a21oi_1	4	0.039
nor2b_1	4	0.049
a222oi_1	3	0.059
nand2_1	3	0.022
o22ai_1	3	0.037
buf_6	2	0.044
dfxtp_1	2	0.078
kinds of logic after synthesis:
logic type,Yosys count,share of synthesized area
compound gates,15,0.232
xor+xnor,1,0.0171
fa+ha+maj,10,0.244
buf+inv,14,0.132
flops,2,0.0782
mux,8,0.166
simple gates,11,0.130
worst max-delay path by stage:
stage,start,endpoint,slack (ns),cells past startpoint
global route,HEX_in[9],segments[1],0.04,8
finish,HEX_in[9],segments[3],0.29,8
CTS,HEX_in[9],segments[3],0.27,8
cells in the final DEF (no fill, tap or decap), types with 2 or more instances in the layout:
| cell | n |
|---|---|
| dfxtp_1 | 2 |
| clkbuf_4 | 3 |
| o22ai_1 | 3 |
| mux2i_1 | 7 |
| nor2b_1 | 4 |
| a222oi_1 | 3 |
| clkdlybuf4s50_1 | 28 |
| inv_1 | 12 |
| a21oi_1 | 4 |
| ha_1 | 10 |
| nand2_1 | 3 |
final cells by class:
cell class / count / area [µm²] / share of cell area
sequential: 2 / 40.0 / 0.0467
clock buffer: 3 / 22.5 / 0.0263
timing repair buffer: 29 / 288 / 0.336
tap: 46 / 57.6 / 0.0672
inverter: 12 / 45.0 / 0.0526
multi-input combinational: 45 / 404 / 0.472
routing by layer:
layer  wire, µm  global-route usage  vias to the layer above  part of all wire
met5          0                   0                        -                 0
met4          0             0.00528                        0                 0
met3        204              0.0330                        0              0.14
met2        602              0.0682                       22              0.42
met1        633              0.0531                      222              0.44
li1           -                   -                      277                 -
metrics by stage:
stage | util | hold WS (ns)
floorplan | - | 0.433
global placement | 0.244 | 0.447
detailed placement | 0.244 | 0.467
CTS | 0.251 | 0.474
global route | 0.251 | 0.509
finish | 0.251 | 0.475
Power figures rest on the tool's default switching activity, not on a simulated workload.
